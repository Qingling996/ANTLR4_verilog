File: flow/design.v
`timescale 1ns/1ps
module sample(
    input                                         I_sys_clk                     , 
    input                                         I_rst_n                       , 
    input                                         I_CCDL_IN                     , 
    output reg           [31:00]                  O_sample_data                 , 
    output reg                                    O_sample_valid                 
);
    localparam           C_MAX_5M_CNT             = 6'd6                        ; 
    localparam           C_JUDGE_ONE              = 4'd2                        ;
    localparam           C_JUDGE_ZERO             = 4'd1                        ;
    reg                  [01:00]                  S_data_d                      ; 
    wire                                          S_pos_data                    ; 
    wire                                          S_neg_data                    ; 
    reg                                           S_frame_front_high            ; 
    reg                                           S_work_enable                 ; 
    reg                  [05:00]                  S_cnt_frame                   ; 
    reg                  [03:00]                  S_cnt_5m                      ; 
    reg                  [03:00]                  S_data_sum                    ; 
    reg                  [01:00]                  S_data_sample                 ; 
    reg                  [05:00]                  S_cnt_bit                     ; 
    reg                  [33:00]                  S_reg_dout                    ; 
    reg                                           S_end_dly                     ; 
    always @(posedge I_sys_clk or negedge I_rst_n)begin
        if(!I_rst_n)begin
            S_data_d <= 2'b00;
        end
    else begin
            S_data_d <= {S_data_d[0],I_CCDL_IN};
        end
    end
    assign          S_pos_data                    = S_data_d == 2'b01;
    assign          S_neg_data                    = S_data_d == 2'b10;
    always @(posedge I_sys_clk or negedge I_rst_n)begin
        if(!I_rst_n)begin
            S_work_enable <= 1'b0;
        end
        else if(S_cnt_bit == 6'd16 && (S_cnt_5m == (C_MAX_5M_CNT  - 1)))begin
            S_work_enable <= 1'b0;
        end
          else if(S_frame_front_high == 1'b1 && (S_cnt_frame == 6'd7))begin 
            S_work_enable <= 1'b1;
        end
    end
    always @(posedge I_sys_clk or negedge I_rst_n)begin
        if(!I_rst_n)begin
            S_frame_front_high <= 1'b0;
        end
        else if(S_work_enable == 1'b0 && S_pos_data == 1'b1)begin    
            S_frame_front_high <= 1'b1;
        end
        else if(S_frame_front_high == 1'b1 && (S_cnt_frame == 6'd7))begin
            S_frame_front_high <= 1'b0;
        end
    end
    always @(posedge I_sys_clk or negedge I_rst_n)begin
        if(!I_rst_n)begin
            S_cnt_frame <= 6'd0;
        end
        else if(S_frame_front_high == 1'b1)begin
            S_cnt_frame <= S_cnt_frame + 6'd1;
        end
        else begin
            S_cnt_frame <= 6'd0;
        end
    end
    always @(posedge I_sys_clk or negedge I_rst_n)begin
        if(!I_rst_n)begin
            S_cnt_5m <= 4'd0;
        end
        else if(S_work_enable == 1'b1)begin
            if(S_cnt_5m == ((C_MAX_5M_CNT - 1)))begin
                S_cnt_5m <= 4'd0;
            end
            else begin
                S_cnt_5m <= S_cnt_5m + 4'd1;
            end
        end
        else begin
            S_cnt_5m <= 4'd0;
        end
    end
    always @(posedge I_sys_clk or negedge I_rst_n)begin
        if(!I_rst_n)begin
            S_data_sum <= 4'd0;
        end
        else if(S_work_enable == 1'b1)begin                          
            if(S_cnt_5m == ((C_MAX_5M_CNT - 2)))begin                
                S_data_sum <= 4'd0;
            end
            else if((S_data_d[0] == 1'b1) && (S_cnt_5m < 3))begin
                S_data_sum <= S_data_sum + 4'd1;
            end
        end
        else begin
            S_data_sum <= 4'd0;
        end
    end
    always @(posedge I_sys_clk or negedge I_rst_n)begin
        if(!I_rst_n)begin
            S_data_sample <= 2'b0;
        end
        else if(S_work_enable == 1'b0 && S_pos_data == 1'b1)begin    
            S_data_sample <= 2'b0;
        end
        else if(S_work_enable == 1'b1 && (S_cnt_5m == ((C_MAX_5M_CNT - 2))))begin
            if(S_data_sum >= C_JUDGE_ONE)begin                       
                S_data_sample <= 2'b10;
            end
            else if(S_data_sum <= C_JUDGE_ZERO)begin
                S_data_sample <= 2'b01;
            end
        end
    end
    always @(posedge I_sys_clk or negedge I_rst_n)begin
        if(!I_rst_n)begin
            S_cnt_bit <= 6'd0;
        end
        else if(S_work_enable == 1'b0)begin
            S_cnt_bit <= 6'd0;
        end
        else if(S_work_enable == 1'b1 && (S_cnt_5m == ((C_MAX_5M_CNT - 1))))begin
            if(S_cnt_bit == 6'd16)begin
                S_cnt_bit <= 6'd0;
            end
            else begin
                S_cnt_bit <= S_cnt_bit + 6'd1;
            end
        end
    end
    always @(posedge I_sys_clk or negedge I_rst_n)begin
        if(!I_rst_n)begin
            S_reg_dout <= 32'd0;
        end
        else if(S_cnt_5m == C_MAX_5M_CNT - 1)begin
            S_reg_dout[(S_cnt_bit << 1)+1-:2] <= {S_data_sample[0],S_data_sample[1]};
        end
    end
    always @(posedge I_sys_clk or negedge I_rst_n)begin
        if(!I_rst_n)begin
            S_end_dly <= 1'b0;
        end
        else begin
            S_end_dly <= ((S_cnt_bit == 6'd16) && (S_cnt_5m == C_MAX_5M_CNT-1));
        end
    end
    always @(posedge I_sys_clk or negedge I_rst_n)begin
        if(!I_rst_n)begin
            O_sample_data <= 32'd0;
        end
        else if(S_end_dly)begin
            O_sample_data <= S_reg_dout[31:00];
        end
    end
    always @(posedge I_sys_clk or negedge I_rst_n)begin
        if(!I_rst_n)begin
            O_sample_valid <= 1'b0;
            end
        else if(S_end_dly)begin
            O_sample_valid <= 1'b1;
        end
        else begin
            O_sample_valid <= 1'b0;
        end
    end
endmodule                                                            
File: flow/run.sh
#!/bin/bash
# OpenROAD 26Q1-2900-gdf79404cd8, Yosys 0.63+post, stock flow scripts
make -C /OpenROAD-flow-scripts/flow DESIGN_CONFIG=/design/flow/config.mk WORK_HOME=/design/flow/orfs finish
File: flow/config.mk
export PLATFORM = sky130hd
export DESIGN_NAME = sample
export DESIGN_NICKNAME = sample
export VERILOG_FILES = /design/flow/design.v
export SDC_FILE = /design/flow/constraint.sdc
export NUM_CORES = 4
export LEC_CHECK = 1
export CORE_UTILIZATION = 50
File: flow/constraint.sdc
current_design sample

set clk_period 4.8
set clk_io_pct 0.2

create_clock -name clk0 -period $clk_period [get_ports {I_sys_clk}]

set non_clock_inputs [all_inputs -no_clocks]
set_input_delay [expr $clk_period * $clk_io_pct] -clock clk0 $non_clock_inputs
set_output_delay [expr $clk_period * $clk_io_pct] -clock clk0 [all_outputs]
==> reports/results.tsv <==
stage	metric	value	unit
power	switching_share	34.1	%
global_route	grt_antenna_before_repair	0	
power	p_per_area	426	mW/mm2
clocking	cts_tree	done	
floorplanning	chipArea	0.00848	mm2
yosys	synthDominantCellAreaShare	56.7	%
flow_run	drv_cap	0	
routing	viasPerCell	5.52	
critical_path	worst_ep_required_time	5.03	ns
clocking	cts_made_buffers	9	
final_timing	finalHoldViolations	0	
final_layout	final_area	0.00471	mm2
power	pwr-share-clk	28.2	%
final_layout	syn_to_final_growth	16.1	%
yosys	largest_area_cell	dfrtp_1	
place	hpwl	4.74	mm
final_timing	slew_headroom	52.1	%
critical_path	start_kind	flop	
yosys	synthTopCellsByArea	dfrtp_1, mux2_2, mux2_1	
routing	drt-total-wl	6.95	mm
yosys	ys_cells	321	
final_timing	setup_tns	0	ns
power	net-switching-power	0.685	mW
routing	via_count	2548	
global_route	grt_pass1_vias	2569	
floorplanning	die_h	92.1	um
clocking	insertion_delay	0.35	ns
floorplanning	fp_util	52.0	%
final_timing	tightestPinTransition	0.719	ns
power	vdd_drop_max	0.292	mV
final_timing	setup_viol	0	
power	seqPwrFrac	48.5	%
final_timing	finClkSkew	0.0105	ns
clocking	cts_resized	0	
critical_path	cp_cell_sequence	or3_1 -> nor3_1 -> ha_1 -> inv_1 -> or4_4 -> a2111oi_2 -> mux2_1	
clocking	clockRootBuffer	clkbuf_8	
final_timing	whs	0.468	ns
flow_run	warning_count	29	
yosys	ff_type	dfrtp_1	
clocking	cts_setup_buffers	0	
power	total_power	2.01	mW
global_route	grt_pass1_wl	12.5	mm
clocking	cts.clk_slew.worst_paths	0.09	ns
yosys	yosys-stat-area	0.00406	mm2
routing	post_drt_wl_per_cell	15.0	um
yosys	syn_area	0.00406	mm2
final_timing	fin_crit_sh	59.5	%
final_layout	fillers	624	
routing	drcViolationCount	0	
final_timing	fin_crit	2.86	ns
critical_path	reg2reg_depth	7	
final_timing	fmax	350	MHz
critical_path	worst_ep_arrival_time	3.09	ns
final_timing	grt_setup_unrepaired	no	
yosys	edf_count	0	
floorplanning	ios	36	
floorplanning	fp.coreArea	0.00781	mm2
final_layout	drive_above_1_share	23.1	%
critical_path	slowest_delay	0.56	ns
power	p_comb_share	23.4	%
place	pre_cts_ws	1.96	ns
yosys	yosys.cell_types.count	43	
yosys	ys_seq_share	56.7	%
clocking	cts_sinks	92	
floorplanning	die_w	92.1	um
clocking	cts_max_path_buffers	2	
routing	firstDrtPassIters	4	
power	p_int	1.32	mW
yosys	yosys_warnings	1	
yosys	synth_area_per_cell	12.6	um2
routing	num_antenna_cells	0	
yosys	most_common_cell	dfrtp_1	
place	io_buffers	35	
routing	drtIter0Drc	60	
floorplanning	rows	32	
global_route	gr-usage-all-layers	19.2	%
critical_path	slowest_stage	dfrtp_1	
yosys	common_cells	dfrtp_1, mux2_2, nor2_1	
outcome	status	finished clean	
final_timing	finalWorstSetupSlack	1.94	ns
power	p_leak	2.24	nW
routing	postRouteAntennaNets	0	
global_route	grt_max_degree	49	
critical_path	crit_fanout	16	
worst_hold_path	hp-class	flop to flop	
clocking	cts_hold_buffers	0	
worst_hold_path	hold_depth	1	
yosys	ys_ff	92	
global_route	overflow	0	
place	place_congestion	0.901	
critical_path	crit_type	flop to flop	
final_timing	drv_slew	0	
place	place_area	0.00449	mm2
yosys	syn_inst	321	
clocking	htree_levels	3	
yosys	async_reset_ff_share	100	%
critical_path	end_kind	flop	
stage by stage:
step / utilization [%] / instances
4_1_cts: 60.4 / 462
5_1_grt: 60.4 / 462
2_1_floorplan: - / 321
6_report: 60.4 / 462
3_3_place_gp: 57.5 / 446
3_5_place_dp: 57.5 / 446
routing by layer:
metal  GRT usage (%)  up-vias  wire, um
li1                -     1221         -
met1            32.7     1280      3470
met2            28.4       40      3190
met3            2.95        7       210
met4            2.73        0        79
met5               0        -         0
power by group through the flow:
stage | Sequential [mW] | Combinational, mW | Clock, mW
4_1_cts | 0.978 | 0.472 | 0.591
5_1_grt | 0.997 | 0.539 | 0.616
6_report | 0.974 | 0.470 | 0.566
registers in the layout, indices dropped and copies added, names as in the netlist:
register and count:
S_data_sum 4, S_work_enable 1, S_cnt_5m 4, O_sample_data 32
S_cnt_frame 6, S_frame_front_high 1, S_data_d 2, S_cnt_bit 6
S_data_sample 2, S_reg_dout 32, S_end_dly 1, O_sample_valid 1
cell families after synthesis:
family,Yosys count,synth area share [%]
flip-flops,92,56.7
multiplexers,64,17.8
XOR/XNOR,12,2.59
adder cells (fa/ha/maj),8,2.47
buffers and inverters,25,2.59
AND/OR/NAND/NOR,90,12.3
AND-OR/OR-AND,30,5.52
placed cells by master (no fill, tap or decap), types with 2 or more instances in the layout:
cell type	n
a2111oi_2	4
mux2_2	54
clkinv_2	2
or4_1	3
nand3_1	10
nor3b_1	2
and3_1	4
o211a_1	2
ha_1	8
nor4b_1	2
or3_1	2
buf_4	5
nor2b_1	2
dfrtp_1	92
nor4_1	2
bufinv_16	2
xnor2_1	5
o21ai_0	5
nand4_1	11
inv_1	8
nor2_1	21
xor2_1	7
nor3_1	8
nand2b_1	3
nand2_1	13
clkdlybuf4s50_1	34
a211oi_1	2
inv_6	3
mux2_1	10
clkbuf_8	9
a21oi_1	11
final cells by class:
cell class	instances	area, um2	share of cell area (%)
sequential	92	2300	48.9
timing repair buffer	39	378	8.02
clock inverter	7	96.3	2.04
clock buffer	9	124	2.63
inverter	9	33.8	0.717
tap	102	128	2.71
multi-input combinational	204	1650	35.0
critical path, delay by kind of cell (launching register included):
| family | cells | cell delay [ns] |
|---|---|---|
| AND-OR/OR-AND | 1 | 0.46 |
| adder cells (fa/ha/maj) | 1 | 0.15 |
| buffers and inverters | 1 | 0.05 |
| flip-flops | 1 | 0.56 |
| multiplexers | 1 | 0.37 |
| AND/OR/NAND/NOR | 3 | 1.16 |
worst paths after layout:
path / startpoint / end / slack, ns
worst max register to register: S_cnt_bit[2]$_DFFE_PN0P_ / S_reg_dout[9]$_DFFE_PN0P_ / 1.94
min in group asynchronous: I_rst_n / O_sample_valid$_DFF_PN0_ / 0.59
worst min-delay path: S_cnt_frame[0]$_DFF_PN0_ / S_cnt_frame[0]$_DFF_PN0_ / 0.47
worst min register to register: S_cnt_frame[0]$_DFF_PN0_ / S_cnt_frame[0]$_DFF_PN0_ / 0.47
max in group asynchronous: I_rst_n / S_reg_dout[16]$_DFFE_PN0P_ / 3.21
worst max-delay path: S_cnt_bit[2]$_DFFE_PN0P_ / S_reg_dout[9]$_DFFE_PN0P_ / 1.94
Power and IR drop assume default switching activity.
